File: /design/flow/design.v
module my_mux#( parameter Length = 8)(
    input  Sel,   
    input [Length-1:0] A,   
    input [Length-1:0] B,
    output reg [Length-1:0] Out
    );
    always @(Sel, A, B) begin
        case(Sel)
            1'b0: Out = A;
            1'b1: Out = B;
       endcase    
   end
endmodule
module decInputKey(
    input InputKey,
    input ValidCmd,
    input Reset,
    input Clk,
    output reg Active = 0,
    output reg Mode = 0 
    );
    reg [2:0] cs, ns;  
    parameter S0 = 3'b000;
    parameter S1 = 3'b001;
    parameter S2 = 3'b010;
    parameter S3 = 3'b011;
    parameter S4 = 3'b100;
    parameter S5 = 3'b101;
    parameter S6 = 3'b110;
    always@ (posedge Clk)
        if(Reset == 1'b1) 
            cs <= S0;
        else
            cs <= ns;
  	always@ (cs or ValidCmd or InputKey)
        casex({cs, ValidCmd, InputKey})
        5'b000_1_1: ns = S1;
        5'b000_1_0, 5'b000_0_x: ns = S0;
        5'b001_1_0: ns = S2;
        5'b001_1_1, 5'b001_0_x: ns = S0;
        5'b010_1_1: ns = S3;
        5'b010_1_0, 5'b010_0_x: ns = S0;
        5'b011_1_0: ns = S4;
        5'b011_1_1, 5'b011_0_x: ns = S0;
        5'b100_1_0: ns = S5;
        5'b100_1_1: ns = S6;
        5'b100_1_0, 5'b100_0_x: ns = S0;
        5'b101_1_0: ns = S5;
        5'b101_x_x:
          begin
            if(!ValidCmd)
              ns <= S0;
          end
        5'b110_1_1: ns = S6;
        5'b110_x_x:
          begin
            if(!ValidCmd)
              ns <= S0;
          end
        default:
          ns <= cs;
        endcase
    always@ (cs)
        casex(cs)
        3'b000, 3'b001, 3'b010, 3'b011, 3'b100: {Active, Mode} = 2'b00;
          3'b101: {Active, Mode} = 2'b10;
          3'b110: {Active, Mode} = 2'b11;
            endcase
endmodule
module control_RWFlow(
    input ValidCmd,
    input RW,
    input Active,
    input Mode,
    input TxDone,
    input Clk,
    input Reset,
    output reg AccessMem,
    output reg RWMem,
    output reg SampleData,
    output reg TxData,
    output reg Busy
    );
    reg [2:0] cs, ns;  
    parameter S0 = 3'b000;  
    parameter S1 = 3'b001;  
    parameter S2 = 3'b010;  
    parameter S3 = 3'b011;  
    parameter S4 = 3'b100;  
    parameter S5 = 3'b101;  
    always@ (posedge Clk, posedge Reset)
        if(Reset == 1'b1) begin
            cs <= S0;
            AccessMem <= 0;
            RWMem <= 0;
            SampleData <= 0;
            TxData <= 0;
            Busy <= 0;
        end else
            cs <= ns;
    always@ (cs or ValidCmd or RW or Active or Mode or TxDone)
        case({Mode, cs})
            4'b1_000:  
                begin
                    if(ValidCmd && Active && !RW) 
                        ns <= S1;
                    else if(ValidCmd && Active && RW) 
                        ns <= S5;
                    else 
                        ns <= S0;
                end
             4'b0_000:  
                begin
                  if(ValidCmd && Active)
                    ns <= S2;
                  else
                    ns <= S0;
                end
            4'b1_001:  
                begin
                  if(Active && !TxDone && !RW)
                    ns <= S2;
                  else
                    ns <= S1;  
                end
            4'b1_010:  
                begin
                  if(Active && !TxDone)
                    ns <= S3;
                  else
                    ns <= S2;
                end
            4'b0_010:  
                begin
                  if(Active && !TxDone)
                    ns <= S3;
                  else
                    ns <= S2;
                end
             4'b1_011:  
                begin
                  if(Active && !TxDone)
                    ns <= S4;
                  else
                    ns <= S3;
                end
             4'b0_011:  
                begin
                  if(Active && !TxDone)
                    ns <= S4;
                  else
                    ns <= S3;
                end
             4'b1_100:  
                begin
                  if(Active && TxDone)
                    ns <= S0;
                  else
                    ns <= S4;
                end
             4'b0_100:  
               begin
                 if(Active && TxDone)
                   ns <= S0;
                 else
                   ns <= S4;
               end
             4'b1_101:  
                begin
                  if(ValidCmd && Active && RW) 
                    ns <= S5;
                  else
                    ns <= S0;
                end
             default:
                ns <= S0;
		endcase
    always@ (cs)
        casex(cs)
            S0: {AccessMem, RWMem, SampleData, TxData, Busy} = 5'b00000;
            S1: {AccessMem, RWMem, SampleData, TxData, Busy} = 5'b10001;
            S2: {AccessMem, RWMem, SampleData, TxData, Busy} = 5'b00101;
            S3: {AccessMem, RWMem, SampleData, TxData, Busy} = 5'b00011;
            S4: {AccessMem, RWMem, SampleData, TxData, Busy} = 5'b00011;
            S5: {AccessMem, RWMem, SampleData, TxData, Busy} = 5'b11001;
          default: {AccessMem, RWMem, SampleData, TxData, Busy} = 5'b00000;
    endcase
endmodule
module Controller(
    input InputKey,
    input ValidCmd,
    input RW,
    input TxDone,
    input Clk,
    input Reset,
    output Active,
    output Mode,
    output AccessMem,
    output RWMem,
    output SampleData,
    output TxData,
    output Busy
);
    decInputKey inputKey(
        .InputKey(InputKey),
        .ValidCmd(ValidCmd),
        .Reset(Reset),
        .Clk(Clk),
        .Active(Active),
        .Mode(Mode)
    );
    control_RWFlow ctrl_RWF(
        .ValidCmd(ValidCmd),
        .RW(RW),
        .Active(Active),
        .Mode(Mode),
        .TxDone(TxDone),
        .Clk(Clk),
        .Reset(Reset),
        .AccessMem(AccessMem),
        .RWMem(RWMem),
        .SampleData(SampleData),
        .TxData(TxData),
        .Busy(Busy)
    );
endmodule
module m_alu(
    input [7:0] A,
    input [7:0] B,
    input [3:0] Sel,
    output reg [7:0] Out,
    output reg [3:0] Flag
    );
    reg [7:0] complementOf2;
    always @(*) begin
        Flag = 4'h0;
        case (Sel)
            4'h0:
                begin
                    {Flag[1], Out} = A + B;
                end
            4'h1:
                begin
                    Flag[3] = (A < B) ? 1'b1 : 1'b0;
                    complementOf2 = ~B + 1'b1;
                    Out = A + complementOf2;
                end
            4'h2:
                begin
                    Flag[2] = (A > 8'hF) && (B > 8'hF) ? 1'b1 : 1'b0;
                    Out = A * B;
                end
            4'h3:
                begin
                    Flag[3] = (A < B) ? 1'b1 : 1'b0;
                    Out = A/B;
                end
            4'h4:
                begin
                    {Flag[1], Out} = A<<B;
                end
            4'h5:
                begin
                    {Out, Flag[1]} = A>>B;
                end
            4'h6:
                begin
                    Out = A & B;
                end
            4'h7:
                begin
                    Out = A | B;
                end
            4'h8:
                begin
                    Out = A ^ B;
                end
            4'h9:
                begin
                    Out = A ~^ B;
                end
            4'ha:
                begin
                   Out = ~(A&B);
                end
            4'hb:
                begin
                   Out = ~(A|B);
                end
            default:
                begin
                    Out = 8'h00;
                    Flag = 4'h0;
                end
        endcase
        Flag[0] = (Out == 8'h00) && (Sel > 4'h0 && Sel < 4'hB) ? 1'b1 : 1'b0;
    end
endmodule
module concatenator(
    input [7:0] lnA,
    input [7:0] lnB,
    input [7:0] lnC,
    input [3:0] lnD,
    input [3:0] lnE,
    output reg [31:0] Out
);
    always @(*) begin
        Out = {lnE, lnD, lnC, lnB, lnA};
    end
endmodule
module memory #(parameter WIDTH = 8, parameter DinLENGTH = 32)(
    input [DinLENGTH-1 : 0] Din,
    input [WIDTH-1 : 0] Addr,
    input R_W,
    input Valid,
    input Reset,
    input Clk,
    output reg [DinLENGTH-1 : 0] Dout
);
    integer position;
    reg [DinLENGTH-1 : 0] Memory [(1 << WIDTH) - 1 : 0];
    always @(posedge Clk, posedge Reset ) begin
        if (Reset == 1'b1) begin
            for(position = 0; position < (8'b1 << WIDTH); position = position + 1) 					begin
                	Memory[position] <= 32'h0;
            	end
            Dout <= 32'h0;
        end else if (Valid == 1'b1) begin
            if (R_W == 1'b1) begin  
                Memory[Addr] <= Din;
            end else if (R_W == 1'b0) begin  
                Dout <= Memory[Addr];
            end
        end
    end
endmodule
module serialTranceciver #(parameter Bits=1)(
    input [31:0] DataIn,
    input SampleData,
    input StartTx,
    input Reset,
    input Clk,
    input ClkTx,
    output reg TxDone,
    output reg TxBusy,
 	output reg [Bits-1:0] DataOut
    );
	reg [31:0]RegBank;
	integer bitTransfer = 0;   
	always @(posedge Clk, posedge Reset)
		if(Reset == 1'b1)  begin	
			RegBank <= 32'b0;
          	TxDone <= 1'b0;
	    end else begin
            if(SampleData == 1'b1  && StartTx == 1'b0) begin	
                RegBank <= DataIn; 
                bitTransfer <= 0;
            end
            if(TxDone == 1'b1) begin
                TxDone <= ~TxDone;
            end else if(bitTransfer == 8'h21) begin  
                TxDone <= 1'b1;
            end
        end
	always @(posedge ClkTx, posedge Reset)
		if(Reset == 1'b1)  begin
          	DataOut <= {Bits{1'b0}};
          	TxBusy <= 1'b0;
         	bitTransfer <= 0;
	    end
		else begin
			  if(SampleData == 0  && StartTx == 1) begin
                DataOut <= RegBank[Bits-1:0];
                RegBank <= {{Bits{1'b0}}, RegBank[31:Bits]};
                if(bitTransfer <= 8'h21) begin
                    bitTransfer <= bitTransfer+1;
                end
                if(bitTransfer <= 8'h1F) begin
                    TxBusy <= 1'b1;
                end else begin
                    TxBusy <= 1'b0;
                end
            end
		end
endmodule		
module frequencyDivider(
    input [31:0] Din,
    input ConfigDiv,
    input Reset,
    input Clk,
    input Enable,
    output reg ClkOut
    );
    reg [31:0] configRegister;
    reg [31:0] counterPeriods;
    always@ (posedge Clk, posedge Reset) begin
         if (Reset == 1'b1) begin
            configRegister <= 32'h00000001;
            counterPeriods <= 32'h00000000;
            ClkOut <= 1'b0;
         end else begin
            if(Enable == 1'b0) begin
                ClkOut <= 1'b0;
                if(ConfigDiv == 1'b1) begin
                    configRegister <= Din;
                    counterPeriods <= 1'b0;
                end
            end else begin
                if(counterPeriods >= configRegister/2) begin
                    counterPeriods <= 1'b1;
                    if(configRegister > 32'h0)
                        ClkOut <= ~ClkOut;
                    else
                        ClkOut <= 1'b0;
                end else begin
                    counterPeriods <= counterPeriods + 1'b1;
                end
            end
         end
     end
     always @(negedge Clk) begin
        if(configRegister == 32'b1 || Reset==1'b1)
            ClkOut = Clk;
        else if(configRegister == 32'h0)
            ClkOut = 1'b0;
     end
endmodule
module Top  #(parameter Bits=1)(
    input InputKey,
    input ValidCmd,
    input RWMem,
    input [7:0] Addr,
    input [7:0] lnA,
    input [7:0] lnB,
  	input [3:0] Sel,
    input ConfigDiv,
    input [31:0] Din,
    input Clk,
    input Reset,
    output CalcActive,
    output CalcMode,
    output Busy,
    output DOutValid,
  	output [Bits-1:0] DataOut,
    output ClkTx
    );
    wire TxDoneTemp, ResetTmp, RW_And;
    wire CTRL_Active, CTRL_Mode, CTRL_AccessMem, CTRL_RWMem, CTRL_SampleData, CTRL_TxData;
    wire [7:0] M1_Res, M2_Res, ALU_Res;
 	wire [3:0] Flags,  M3_Res;
    wire [31:0] Concat_Res, Mem_Res, MUXM4_Res;
    assign CalcActive = CTRL_Active;
    assign CalcMode =   CTRL_Mode;
    assign ResetTmp = ~CTRL_Active && Reset;
    assign RW_And = CTRL_Active && RWMem;
    my_mux #(.Length(8)) M1
      (
          .Sel(ResetTmp),
          .A(lnA),
          .B(8'h00),
          .Out(M1_Res)
      );
    my_mux #(.Length(8)) M2
      (
          .Sel(ResetTmp),
          .A(lnB),
          .B(8'h00),
          .Out(M2_Res)
      );
    my_mux #(.Length(4)) M3
        (
          .Sel(ResetTmp),
          .A(Sel),
          .B(4'h0),
          .Out(M3_Res)
      );
    Controller CTRL(
        .InputKey(InputKey),
        .ValidCmd(ValidCmd),
        .RW(RW_And),
        .TxDone(TxDoneTemp),
        .Clk(Clk),
        .Reset(Reset),
        .Active(CTRL_Active),
        .Mode(CTRL_Mode),
        .AccessMem(CTRL_AccessMem),
        .RWMem(CTRL_RWMem),
        .SampleData(CTRL_SampleData),
        .TxData(CTRL_TxData),
        .Busy(Busy)
    );
    m_alu M_ALU(
        .A(M1_Res),
        .B(M2_Res),
        .Sel(M3_Res),
        .Out(ALU_Res),
        .Flag(Flags)
    );
    concatenator Concat(
        .lnA(M1_Res),
        .lnB(M2_Res),
        .lnC(ALU_Res),
        .lnD(M3_Res),
        .lnE(Flags),
        .Out(Concat_Res)
    );
    memory #(.WIDTH(8), .DinLENGTH(32)) Mem(
        .Din(Concat_Res),
        .Addr(Addr),
        .R_W(CTRL_RWMem),
        .Valid(CTRL_AccessMem),
        .Reset(ResetTmp),
        .Clk(Clk),
        .Dout(Mem_Res)
    );
    my_mux #(.Length(32)) M4
    (
        .Sel(CTRL_Mode),
        .A(Concat_Res),
        .B(Mem_Res),
        .Out(MUXM4_Res)
    );
  	serialTranceciver #(.Bits(Bits)) serialTrans(
        .DataIn(MUXM4_Res),
        .SampleData(CTRL_SampleData),
        .StartTx(CTRL_TxData),
        .Reset(ResetTmp),
        .Clk(Clk),
        .ClkTx(ClkTx),
        .TxDone(TxDoneTemp),
      	.TxBusy(DOutValid),
        .DataOut(DataOut)
    );
    frequencyDivider freqDiv(
        .Din(Din),
        .ConfigDiv(ConfigDiv),
        .Reset(ResetTmp),
        .Clk(Clk),
      	.Enable(CTRL_Active),
        .ClkOut(ClkTx)
    );
endmodule
File: /design/flow/run.sh
#!/bin/bash
# OpenROAD 26Q1-2900-gdf79404cd8, Yosys 0.63+post, stock flow scripts
make -C /OpenROAD-flow-scripts/flow DESIGN_CONFIG=/design/flow/config.mk WORK_HOME=/design/flow/orfs finish
File: /design/flow/config.mk
export PLATFORM = sky130hd
export DESIGN_NAME = Top
export DESIGN_NICKNAME = Top
export VERILOG_FILES = /design/flow/design.v
export SDC_FILE = /design/flow/constraint.sdc
export NUM_CORES = 4
export LEC_CHECK = 1
export CORE_UTILIZATION = 40
File: /design/flow/constraint.sdc
current_design Top

set clk_period 4.6
set clk_io_pct 0.2

create_clock -name clk0 -period $clk_period [get_ports {Clk}]

set non_clock_inputs [all_inputs -no_clocks]
set_input_delay [expr $clk_period * $clk_io_pct] -clock clk0 $non_clock_inputs
set_output_delay [expr $clk_period * $clk_io_pct] -clock clk0 [all_outputs]
==> results.py <==
# Physical implementation metrics
metrics = {
    "logic_synthesis": {
        "ys_ff": 74,
        "edf_count": 1,
        "ys_cells": 475,
        "ys_types": 55,
        "synthFlopType": "dfrtp_1",
        "synthArstFlopShare_pct": 87.8,
        "yosysChipArea_mm2": 0.00424,
        "ys_warn_count": 11,
    },
    "outcome": {
        "run_status": "aborted with a tool error",
        "tool.error": "ERROR: Found 1 problems in 'check -assert'.",
        "failing_step": "synthesis (1_2_yosys)",
    },
}
## logic make-up after synthesis
logic type | count (synthesis) | share of synthesized area [%]
simple gates | 176 | 21.2
other cells | 1 | 0.0885
fa+ha+maj | 32 | 9.45
flops | 69 | 40.5
latches | 5 | 1.77
mux | 4 | 1.00
xor+xnor | 5 | 1.03
compound gates | 122 | 18.9
buf+inv | 61 | 5.96
## synthesized netlist by cell type (2+ instances only)
library cell	count	area share (%)
a211oi_1	4	0.71
a21o_1	18	3.2
a21o_2	2	0.41
a21oi_1	15	1.8
a22o_1	20	4.1
and2_1	2	0.30
and3_1	5	0.74
buf_2	3	0.35
buf_4	5	0.89
clkbuf_1	12	1.1
dfrtp_1	64	38
dfxtp_1	3	1.4
dlxtn_1	5	1.8
ha_1	32	9.4
inv_1	40	3.5
mux2_2	2	0.53
mux2i_1	2	0.47
nand2_1	74	6.6
nand3_1	15	1.8
nand3b_1	3	0.53
nand4_1	10	1.5
nand4_2	3	0.89
nor2_1	31	2.7
nor2b_1	8	1.2
nor3_1	5	0.59
nor4_1	8	1.2
o21a_1	4	0.71
o21ai_0	42	5.0
o21ai_1	2	0.24
o31ai_1	7	1.2
o32ai_1	2	0.41
xnor2_1	4	0.83
